`config.mk`:
```
export PLATFORM = sky130hd
export DESIGN_NAME = SSTL18DDR3INTERFACE
export DESIGN_NICKNAME = SSTL18DDR3INTERFACE
export VERILOG_FILES = /design/flow/design.v
export SDC_FILE = /design/flow/constraint.sdc
export NUM_CORES = 4
export LEC_CHECK = 1
export CORE_AREA = 10 10 70 70
export DIE_AREA = 0 0 80 80
```
`run.sh`:
```
#!/bin/bash
# OpenROAD 26Q1-2900-gdf79404cd8, Yosys 0.63+post, stock flow scripts
make -C /OpenROAD-flow-scripts/flow DESIGN_CONFIG=/design/flow/config.mk WORK_HOME=/design/flow/orfs finish
```
`design.v`:
```
module SSTL18DDR3 (PAD,Z,A,RI,TS);
   inout   PAD;  
   output  Z;    
   input   A;    
   input   RI;   
   input   TS;   
   bufif1 b1 (PAD,A,TS);
   and    a4 (Z,PAD,RI);
endmodule  
module SSTL18DDR3DIFF (PAD,PADN,Z,A,RI,TS);
   inout   PAD;
   inout   PADN;
   output  Z;
   input   A;
   input   RI;
   input   TS;
   not    n1 (A_,A);
   bufif1 b1 (PAD,A,TS);
   bufif1 b2 (PADN,A_,TS);
   not    n3 (PADN_,PADN);
   and    a4 (Z,PAD,PADN_,RI);
endmodule  
module SSTL18DDR3INTERFACE( 
						   ck_pad, ckbar_pad, cke_pad, csbar_pad, rasbar_pad, casbar_pad,
						   webar_pad, ba_pad, a_pad, dm_pad, odt_pad, resetbar_pad, dq_o, dqs_o, dqsbar_o,
						   dq_pad, dqs_pad, dqsbar_pad,
						   ri_i, ts_i, ck_i, cke_i, csbar_i, rasbar_i, casbar_i, webar_i,
						   ba_i, a_i, dq_i, dqs_i, dqsbar_i, dm_i, odt_i, resetbar_i
						   );
   output    ck_pad;
   output    ckbar_pad;
   output    cke_pad;
   output    csbar_pad;
   output    rasbar_pad;
   output    casbar_pad;
   output    webar_pad;
   output [2:0] ba_pad;
   output [12:0] a_pad;
   inout [15:0]  dq_pad;
   inout [1:0] 	 dqs_pad;
   inout [1:0] 	 dqsbar_pad;
   output [1:0]  dm_pad;
   output 		 odt_pad;
   output 		 resetbar_pad;
   input 		 ri_i;
   input 		 ts_i;   
   input 		 ck_i;
   input 		 cke_i;
   input 		 csbar_i;
   input 		 rasbar_i;
   input 		 casbar_i;
   input 		 webar_i;
   input [2:0] 	 ba_i;
   input [12:0]  a_i;
   input [15:0]  dq_i;
   input [1:0] 	 dqs_i;
   input [1:0] 	 dqsbar_i;
   output [15:0] dq_o;
   output [1:0]  dqs_o;
   output [1:0]  dqsbar_o;
   input [1:0] 	 dm_i;
   input 		 odt_i;
   input 		 resetbar_i;
   wire [12:0]		 a_o;
   wire [2:0] 			 ba_o;
   wire [1:0] 			 dm_o;
   SSTL18DDR3DIFF ck_sstl (.Z(ck_o), .PAD(ck_pad), .PADN(ckbar_pad), .A(ck_i), .RI(1'b0), .TS(1'b1));
   SSTL18DDR3 cke_sstl (.Z(cke_o), .PAD(cke_pad), .A(cke_i), .RI(1'b0), .TS(1'b1));
   SSTL18DDR3 casbar_sstl (.Z(casbar_o), .PAD(casbar_pad), .A(casbar_i), .RI(1'b0), .TS(1'b1));
   SSTL18DDR3 rasbar_sstl (.Z(rasbar_o), .PAD(rasbar_pad), .A(rasbar_i), .RI(1'b0), .TS(1'b1));
   SSTL18DDR3 csbar_sstl (.Z(csbar_o), .PAD(csbar_pad), .A(csbar_i), .RI(1'b0), .TS(1'b1));
   SSTL18DDR3 webar_sstl (.Z(webar_o), .PAD(webar_pad), .A(webar_i), .RI(1'b0), .TS(1'b1));
   SSTL18DDR3 odt_sstl (.Z(odt_o), .PAD(odt_pad), .A(odt_i), .RI(1'b0), .TS(1'b1));
   SSTL18DDR3 resetbar_sstl (.Z(resetbar_o), .PAD(resetbar_pad), .A(resetbar_i), .RI(1'b0), .TS(1'b1));
   genvar 		 i;
   generate
	  for (i=0; i < 3; i=i+1) begin : BA
		 SSTL18DDR3 sstl_ba (.Z(ba_o[i]), .PAD(ba_pad[i]), .A(ba_i[i]), .RI(1'b0), .TS(1'b1));
	  end
   endgenerate
   generate
	  for (i=0; i < 13; i=i+1) begin : A
		 SSTL18DDR3 sstl_a (.Z(a_o[i]), .PAD(a_pad[i]), .A(a_i[i]), .RI(1'b0), .TS(1'b1));
	  end
   endgenerate
   generate
	  for (i=0; i < 16; i=i+1) begin : DQ
		 SSTL18DDR3 sstl_dq (.Z(dq_o[i]), .PAD(dq_pad[i]), .A(dq_i[i]), .RI(ri_i), .TS(ts_i));
	  end
   endgenerate
   generate
	  for (i=0; i < 2; i=i+1) begin : DQS
		 SSTL18DDR3 sstl_dqs (.Z(dqs_o[i]), .PAD(dqs_pad[i]), .A(dqs_i[i]), .RI(ri_i), .TS(ts_i));
	  end
   endgenerate
   generate
	  for (i=0; i < 2; i=i+1) begin : DQSBAR
		 SSTL18DDR3 sstl_dqsbar (.Z(dqsbar_o[i]), .PAD(dqsbar_pad[i]), .A(dqsbar_i[i]), .RI(ri_i), .TS(ts_i));
	  end
   endgenerate
   generate
	  for (i=0; i < 2; i=i+1) begin : DM
		 SSTL18DDR3 sstl_dm (.Z(dm_o[i]), .PAD(dm_pad[i]), .A(dm_i[i]), .RI(1'b0), .TS(ts_i));
	  end
   endgenerate
endmodule  
```
`constraint.sdc`:
```
current_design SSTL18DDR3INTERFACE

set clk_period 1.0
set clk_io_pct 0.2

create_clock -name clk0 -period $clk_period

set non_clock_inputs [all_inputs -no_clocks]
set_input_delay [expr $clk_period * $clk_io_pct] -clock clk0 $non_clock_inputs
set_output_delay [expr $clk_period * $clk_io_pct] -clock clk0 [all_outputs]
```
==> results.sh <==
# implementation run metrics
export IMPL_syn_inst=89
export IMPL_topCombFamilyByArea="buffers and inverters"
export IMPL_synthAoiAreaFrac=0
export IMPL_synth_cell_types=5
export IMPL_cts_setup_buffers=4
export IMPL_fp_util=0.193
export IMPL_ys_sh_xor=0
export IMPL_haltStage="clock tree synthesis"
export IMPL_ctsResizeCount=87
export IMPL_first_error="[error] [KeplerFormal.cpp:679] Workflow failed: Iso has multiple drivers: .dq_i0, input2.X0"
export IMPL_dp_cells=113
export IMPL_ys_area_um2=661
export IMPL_ys_sh_mux=0
export IMPL_status="stopped before the end"
export IMPL_synthesis_area_um2=661
export IMPL_ys_warn_count=10
export IMPL_ioPinCount=115
export IMPL_ys_cells=89
export IMPL_hold_buffers=0
export IMPL_die_w_um=80
export IMPL_port_buffers=44
export IMPL_gp_congestion=0.761
export IMPL_ys_sh_adder=0
export IMPL_die_h_um=80
export IMPL_dpl_hpwl_um=1540
export IMPL_fp_row_count=21
export IMPL_ys_seq_share=0
export IMPL_ys_sh_simple=0.210
export IMPL_synth_avg_cell_area_um2=7.42
==> Yosys cell counts (all sizes together) <==
library cell | n | area (µm²)
and2 | 20 | 139
inv | 1 | 3.75
buf | 68 | 518
==> per-stage QoR <==
| stage | total power, mW | setup WS [ps] | util | area (µm²) |
|---|---|---|---|---|
| detailed placement | 0.225 | -668 | 0.192 | 656 |
| global placement | 0.223 | -655 | 0.192 | 656 |
| floorplan | 0.201 | 234 | - | 661 |
==> cell families after synthesis <==
group | Yosys count
and+or+nand+nor | 20
buffers and inverters | 69
No activity file was given, so power comes from the tool's default toggle rates.
