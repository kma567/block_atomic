**flow/design.v**
```verilog
module FIFO (clk, reset, data_in, put, get, data_out, empty, full, fillcount);
parameter DEPTH_P2 = 5;  
parameter WIDTH = 8;
output 	[WIDTH-1:0] 	data_out;
output 					empty, full;
output 	[DEPTH_P2:0] 	fillcount;  
input 	[WIDTH-1:0] 	data_in;
input 					put, get;
input 					reset, clk;
reg						empty, full;
reg 	[DEPTH_P2:0] 	fillcount;
reg 	[WIDTH-1:0] 	fifo_array [2**DEPTH_P2-1:0];
reg		[WIDTH-1:0]		data_out;
reg 	[DEPTH_P2-1:0] 	rd_ptr;
reg 	[DEPTH_P2-1:0] 	wr_ptr;
always @ (posedge clk)
begin
	if(reset)
	begin
		rd_ptr <= 0;
		wr_ptr <= 0;
		empty <= 1;
		full <= 0;
		fillcount <= 0;
	end
	else
	begin
		if (put && !full && get && !empty)
		begin
			fifo_array[wr_ptr] <= data_in;
			data_out <= fifo_array[rd_ptr];
			wr_ptr <= wr_ptr + 1;
			rd_ptr <= rd_ptr + 1;
		end
		else if (put && !full)
		begin
			fifo_array[wr_ptr] <= data_in;
			wr_ptr <= wr_ptr + 1;
			fillcount <= fillcount + 1;
			if (empty)
				empty <= 0;				
			if (fillcount == 2**DEPTH_P2 - 1)
				full <= 1;
		end
		else if (get && !empty)
		begin
			data_out <= fifo_array[rd_ptr];
			rd_ptr <= rd_ptr + 1;
			fillcount <= fillcount - 1;
			if (full)
				full <= 0;
			if (fillcount == 1)
				empty <= 1;
		end
	end
end
endmodule
```
**flow/constraint.sdc**
```tcl
current_design FIFO

set clk_period 5.2
set clk_io_pct 0.2

create_clock -name clk0 -period $clk_period [get_ports {clk}]

set non_clock_inputs [all_inputs -no_clocks]
set_input_delay [expr $clk_period * $clk_io_pct] -clock clk0 $non_clock_inputs
set_output_delay [expr $clk_period * $clk_io_pct] -clock clk0 [all_outputs]
```
**flow/run.sh**
```bash
#!/bin/bash
# OpenROAD 26Q1-2900-gdf79404cd8, Yosys 0.63+post, stock flow scripts
make -C /OpenROAD-flow-scripts/flow DESIGN_CONFIG=/design/flow/config.mk WORK_HOME=/design/flow/orfs finish
```
**flow/config.mk**
```make
export PLATFORM = sky130hd
export DESIGN_NAME = FIFO
export DESIGN_NICKNAME = FIFO
export VERILOG_FILES = /design/flow/design.v
export SDC_FILE = /design/flow/constraint.sdc
export NUM_CORES = 4
export LEC_CHECK = 1
export CORE_UTILIZATION = 50
```
==> job_summary.md <==
### Metrics collected by this job

| Metric | Value |
|---|---|
| Outcome | `complete, no violations` |
| Post-DP HPWL | `approximately 15 mm` |
| Distinct lib cells used | `34` |
| CP required | `between 5 and 6 ns` |
| Yosys simple share | `0.0404` |
| Via Count | `5224` |
| CP endpoint kind | `flop` |
| Clock tree root buffer cell | `clkbuf_16` |
| Row Count | `about 54` |
| I/O pins | `28` |
| All-layer global routing usage | `0.256` |
| Share of layout cells above drive strength 1 | `0.254` |
| GPL Wtd Cong | `between 0.9 and 1` |
| Synth Flop Type | `edfxtp_1` |
| H-tree depth | `1` |
| Clock sinks | `about 290` |
| Adder Share, Synth | `0.00896` |
| Overall overflow remaining after global route | `0` |
| Final instance area | `between 0.01 and 0.015 mm^2` |
| Initial antenna violation count | `0` |
| Post-Route Skew | `between 0.01 and 0.015 ns` |
| Drt total wl | `~24 mm` |
| DRT antenna net count | `0` |
| Synthesized area | `0.0112 mm^2` |
| FP Util | `0.510` |
| Worst-path maximum fanout | `23` |
| Syn_area_per_cell | `~21 um^2` |
| Max Cap Viol | `0` |
| Int Pwr | `3.70 mW` |
| Setup bufs post-CTS | `0` |
| Mux share | `0.171` |
| Comb pwr share | `0.039` |
| First-pass GRT wire length | `approximately 36 mm` |
| Sw Pwr | `between 0.9 and 1 mW` |
| XOR Share, Synth | `0.00706` |
| Max IR drop VDD | `~0.2 mV` |
| Max-slew violation count | `0` |
| Compound Share, Synth | `0.00672` |
| TritonRoute pass-1 iters | `7` |
| Slew headroom | `0.395` |
| DRT iter0 DRCs | `between 200 and 300` |
| Post-DR wirelength/cell | `about 28 um` |
| Die Wd | `around 150 um` |
| Period utilization | `0.625` |
| Vias in the first global route | `approximately 5900` |
| Minimum clock period | `roughly 3.3 ns` |
| Flip-flops with a built-in enable | `~260` |
| Top logic family | `multiplexers` |
| Final Hold Viols | `0` |
| Cells in synth_stat.txt | `about 540` |
| Core ar. | `0.0219 mm^2` |
| Tool warnings | `30` |
| Layout area overhead | `13.3%` |
| RSZ-0062 raised after global routing | `no` |
| Yosys reg bits | `287` |
| Yosys top cell by area | `edfxtp_1` |
| Placed Area | `0.0117 mm^2` |
| CTS resizes | `0` |
| CTS max path bufs | `3` |
| Most frequent cell after synthesis | `edfxtp_1` |
| Die height | `~150 um` |
| Setup TNS | `0 ns` |
| Setup violators final | `0` |
| Clock power frac | `0.416` |
| WS Path Type | `input pin to flop` |
| Power per cell area | `between 300 and 400 mW/mm^2` |
| Antenna diodes | `0` |
| Sequential power share | `0.545` |
| Port bufs | `27` |
| Asr flop ratio synth | `0` |
| Nature of the critical path startpoint | `input pin` |
| DR vias/cell | `5.94` |
| Gate count of the mapped netlist | `approximately 540` |
| YS chip area | `between 0.01 and 0.015 mm^2` |
| Crit path DAT | `around 3.4 ns` |
| YS warnings | `1` |
| Top cell area share | `0.710` |
| FILL cells | `1589` |
| Seq share, synth | `0.751` |
| Largest net degree at the start of global routing | `between 40 and 50` |
| Commonest cells in the netlist | `edfxtp_1, mux4_2, nor2_1` |
| Hold_buf cts | `0` |
| Biggest area cells | `edfxtp_1, mux4_2, dfxtp_1, nor2_1, mux2_2` |
| CTS tree | `yes` |
| Worst slew pin tran | `between 0.9 and 1 ns` |
| Drt drc | `0` |
| HP Class | `flop to flop` |
| Total CTS buffers | `28` |
| Insertion Delay late pin | `roughly 0.54 ns` |
| Switching Fraction | `0.210` |
| Clock-pin transition on the worst setup and hold timing paths | `roughly 0.06 ns` |
| Leak Pwr | `3.84 nW` |
| Fmax achieved | `307 MHz` |
| Die footprint | `between 0.02 and 0.025 mm^2` |
[registers in the layout (all words and copies together), names as in the netlist, named ones only]
signal / count
data_out: 8
empty: 1
fillcount: 6
rd_ptr: 5
fifo_array: 256
full: 1
wr_ptr: 5
[power by group through the flow]
stage	Combinational [mW]	Clock [mW]	Sequential (mW)
6_report	0.182	1.95	2.55
5_1_grt	0.201	2.09	2.55
4_1_cts	0.185	1.99	2.55
[worst max-delay path, cell delays in order]
cell	delay, ns
clkdlybuf4s50_1	0.83
nor2_1	0.41
nand2_1	0.44
nor2_1	0.69
[logic make-up after synthesis]
group | after synthesis
flip-flops | 287
AND/OR/NAND/NOR | 97
multiplexers | 90
buffers and inverters | 34
AND-OR/OR-AND | 12
XOR/XNOR | 9
adder cells (fa/ha/maj) | 8
[cell type report]
cell class	count	area (um^2)	share of cell area
Multi-Input combinational cell	216	2620	0.207
Clock inverter	22	180	0.0142
Tap cell	280	350	0.0277
Inverter	6	22.5	0.00178
Clock buffer	30	729	0.0577
Timing Repair Buffer	38	353	0.0279
Sequential cell	287	8390	0.664
[metrics by stage]
stage               power [mW]  setup slack, ns  cells  hold slack, ns   util
floorplan                 2.69             2.82    537           0.452      -
global placement          2.79             1.52    827           0.485  0.536
detailed placement        2.79             1.42    827           0.492  0.536
CTS                       4.73             1.99    879           0.502  0.578
global route              4.84             1.67    879           0.548  0.578
finish                    4.68             1.95    879           0.505  0.578
[cell usage in the layout, fill, tap and decap left out, drive strengths merged, types with 10 or more instances in the layout]
cell	instances
clkbuf	30
mux4	80
clkinv	13
nand2	16
clkdlybuf4s50	27
inv	11
mux2	10
buf	11
dfxtp	23
nor2	51
edfxtp	264
[metal layers]
layer,vias to the layer above,track usage,wire [um]
met1,2563,0.357,8660
met5,-,0.00682,0
met3,30,0.181,3850
li1,2281,-,-
met4,0,0.0340,357
met2,350,0.368,11600
[path summary, 6_finish.rpt]
path                                           to      start  cells past startpoint  slack, ns
worst min register to register               flop  rd_ptr[1]                      2       0.50
worst max-delay path            fifo_array[12][0]      reset                      4       1.95
worst max register to register        data_out[0]       flop                      4       2.13
worst min-delay path                         flop  rd_ptr[1]                      2       0.50
Power is estimated from default activity; no workload was simulated.
