$ cat flow/design.v
module ddr3_init_engine(
   ready, csbar, rasbar, casbar, webar, ba, a, odt, ts_con, cke, resetbar,
   clk, reset, init, ck
   );
input clk, reset, init, ck;
output ready, csbar, rasbar, casbar, webar, odt, ts_con, cke, resetbar;
output [2:0] ba;
output [12:0] a;
reg ready;
reg cke;
reg csbar;
reg rasbar;
reg casbar;
reg webar;
reg resetbar;
reg [2:0] ba;
reg [12:0] a;
reg odt;
reg [15:0] dq_out;
reg [1:0] dqs_out;
reg [1:0] dqsbar_out;   
reg ts_con;
reg INIT, RESET;
reg [18:0]  counter;
reg flag;
localparam	[3:0]	
		NOP 		= 4'b0111,
		ZQCL	 	= 4'b0110,
		MRS			= 4'b0000;		
always @(posedge clk)
begin
	INIT <= init;
	RESET <= reset;
	if (RESET)
	begin
		flag <= 0;
		cke <= 0;
		odt <= 0;
		a <= 0;
		ba <= 0;
		ts_con <= 0;
		csbar <= 0;
		casbar <= 0;
		rasbar <= 0;
		webar <= 0;
		resetbar <= 0;
		ready <= 0;		
	end
	else if (flag == 0 && INIT == 1)
	begin
		flag <= 1;
		counter <= 0;
	end
	else if (flag == 1)
	begin
		counter <= counter + 1;
		case (counter)
		19'd0:  begin
		resetbar <= 0; 
		end		
		19'd0+125000:  begin 
		cke <= 0;
		end
		19'd0+125000+10: begin 
			resetbar <= 1; 
			end
		19'd0+125000+10+312500: begin
			cke <= 1;
			{csbar, rasbar, casbar, webar} <= NOP;
			end 
       	19'd0+125000+10+312500+76: begin
                	{csbar, rasbar, casbar, webar} <= MRS;  
					a[12:11] <= 0;
                	a[10:9] <= 0;  
					a[8] <= 0;
					a[7:6] <= 0;  
					a[5:3] <= 3'b000;  
					a[2:0] <= 0;
					ba <= 3'b010;
	                end
		19'd0+125000+10+312500+76+2: {csbar, rasbar, casbar, webar} <= NOP;  
        19'd0+125000+10+312500+76+2+6: begin
        	        {csbar, rasbar, casbar, webar} <= MRS;  
        	        a <= 0;   
        	        ba <= 3'b011;
	                end
        19'd0+125000+10+312500+76+2+6+2: {csbar, rasbar, casbar, webar} <= NOP;  
        19'd0+125000+10+312500+76+2+6+2+6: begin
        	        {csbar, rasbar, casbar, webar} <= MRS;  
					a[12] <= 0;  
					a[11] <= 0;  
					a[10] <= 0;
					{a[9], a[6], a[2]} <= 3'b000;  
					a[8] <= 0;
					a[7] <= 0;  
					{a[5], a[1]} <= 2'b00;  
					a[4:3] <= 2'b10;  
					a[0] <= 0;  
					ba <= 3'b001;
	                end
        19'd0+125000+10+312500+76+2+6+2+6+2: {csbar, rasbar, casbar, webar} <= NOP;  
        19'd0+125000+10+312500+76+2+6+2+6+2+6: begin
        	        {csbar, rasbar, casbar, webar} <= MRS;  
        	        a[12] <= 0;  
               		a[11:9] <= 3'b010;  
                	a[8] <= 1;  
					a[7] <= 0;
					a[6:4] <= 3'b001;  
					a[3] <= 0;  
					a[2] <= 0;
					a[1:0] <= 2'b00;  
                	ba <= 3'b000;  
	                end
        19'd0+125000+10+312500+76+2+6+2+6+2+6+2: {csbar, rasbar, casbar, webar} <= NOP;  
		19'd0+125000+10+312500+76+2+6+2+6+2+6+2+30: begin
				{csbar, rasbar, casbar, webar} <= ZQCL; 
				a[10] <= 1; 
				end
		19'd0+125000+10+312500+76+2+6+2+6+2+6+2+30+2: {csbar, rasbar, casbar, webar} <= NOP;  
       	19'd0+125000+10+312500+76+2+6+2+6+2+6+2+30+2+1024: begin
				{csbar, rasbar, casbar, webar} <= NOP;  
				ready <= 1;  
				end
		default: begin
			flag <= 1;
                end
	endcase
	end
end
endmodule
$ cat flow/run.sh
#!/bin/bash
# OpenROAD 26Q1-2900-gdf79404cd8, Yosys 0.63+post, stock flow scripts
make -C /OpenROAD-flow-scripts/flow DESIGN_CONFIG=/design/flow/config.mk WORK_HOME=/design/flow/orfs finish
$ cat flow/config.mk
export PLATFORM = sky130hd
export DESIGN_NAME = ddr3_init_engine
export DESIGN_NICKNAME = ddr3_init_engine
export VERILOG_FILES = /design/flow/design.v
export SDC_FILE = /design/flow/constraint.sdc
export NUM_CORES = 4
export LEC_CHECK = 1
export CORE_UTILIZATION = 30
$ cat flow/constraint.sdc
current_design ddr3_init_engine

set clk_period 3.0
set clk_io_pct 0.2

create_clock -name clk0 -period $clk_period [get_ports {clk}]

set non_clock_inputs [all_inputs -no_clocks]
set_input_delay [expr $clk_period * $clk_io_pct] -clock clk0 $non_clock_inputs
set_output_delay [expr $clk_period * $clk_io_pct] -clock clk0 [all_outputs]
==> notes.md <==
The flow ran to the end, and the final reports show no timing, DRC or antenna violations. The detailed-route wire length per cell came out at 12.68 µm. Among all stages on the critical path, the maximum delay recorded is 0.56 ns. The routed layout has 1,424 vias. By instance count after routing, the leading logic cell type is sky130_fd_sc_hd__nor2_1. The tools report the category of the worst setup path capture point as a flip-flop.

After detailed routing, the number of remaining DRC violations is 0. Hold violation total from the final report: 0. Insertion delay at the late pin of the worst-skew pair: 0.28 ns.

The routed design shows a via density per instance of 4.827. Setup repair after global routing left no endpoint under its margin. The netlist uses 45 different library cells. The flow measured a signed area growth from synthesis to layout of 8.071%. Measured along the y axis, the die boundary spans 83.33 µm. The mapped netlist covers 1984 µm².

The utilization after layout is 33.77%, and the H-tree depth is 2. For the number of antenna repair diodes, the log shows 0. The tools report the data arrival time at the worst-slack endpoint as 2.41 ns. The synthesis warning total is 1. Leakage power summed over all cells: 0.0007262 µW.

Pin placement for this block handled 29 I/O pins. OpenSTA, run right after detailed placement, puts the worst setup slack at 0.7435 ns. The die covers 6944 µm². The placement stage leaves a total instance area of 2064 µm². The tools report the number of global-route vias before repair as 1,342.

The violation tally recorded at the end of detailed-routing iteration 0 is 68. Gates resized during post-CTS repair numbered 0. The run gives 0 for the number of buffers inserted for hold repair after clock tree synthesis.

After clock tree synthesis, the setup repair step added 0 buffers. Average size of a mapped cell: 9.495 µm². The number of maximum-capacitance violations recorded for the run is 0. Port buffering added 13 buffers.

The run gives 83.33 µm for the width of the chip. The post-route clock period utilization came out at 75.20%. The worst setup path is launched from a flip-flop. The global-route wire length before repair was 6.541 mm.

The number of antenna violations at the first check in global routing is 0, and the number of flip-flops and latches in the synthesized netlist is 32. The run gives 19 for the count of library flops with an enable pin. Traced cell by cell, the critical path runs through inv_1, ha_1, or4bb_1, nor4_4, a21boi_2, mux2i_1, nor2_1. Counting flops with an async set or reset pin after synthesis yields a share of 0%. Normalized max-slew margin: 56.43%. Per the cell usage report, the commonest logic cells after layout are 31 x sky130_fd_sc_hd__nor2_1, 19 x sky130_fd_sc_hd__edfxtp_1, 15 x sky130_fd_sc_hd__nand2_1, 14 x sky130_fd_sc_hd__conb_1. The run gives 0 as the total overflow reported by the global router. In the synthesized netlist, the number of instances is 209. Among all flip-flop cells after synthesis, the most frequent one is sky130_fd_sc_hd__edfxtp_1. Once detailed placement completed, the half-perimeter wirelength came to 2.637 mm. Per the final layout report, the fraction of cells sized above drive strength 1 comes to 6.881%. Across all setup checks in the final design, the least slack found is 0.7440 ns. The core outline area came out at 6350 µm². TritonCTS reports the number of clock sinks as 32. Looking at the max-slew report, the worst-margin pin has a slew of 0.6476 ns. The initial utilization of the core area, before any placement, comes to 31.25%. Worst min-delay path category: flip-flop to flip-flop.

Per the power-grid run, VDD falls by no more than 218.8 µV. The number of OpenROAD warnings is 28. In this run the worst path has a maximum fanout of 6. Per the detailed-route log, wirelength across all metal layers totals 3.742 mm.

The run gives 11.76% as the overall fraction of global-route tracks in use. The setup path with the least slack is of type flip-flop to flip-flop. The tools report the maximum frequency from static timing analysis as 0.4433 GHz. Per the CTS log, the root buffer master is sky130_fd_sc_hd__clkbuf_8. The stat command in Yosys gives a chip area of 1984 µm². TritonCTS built the clock tree.

The clock passes through at most 2 buffers. The critical path data required time was 3.16 ns; the clock transition at the registers of the reported paths was 0.06 ns. The count of final max-slew check failures is 0, and the summed area of non-filler cells in the final layout is 2145 µm².

Entering global routing, the biggest net connects 20 pins. The critical-path cell with the highest stage delay is sky130_fd_sc_hd__or4bb_1. Power comes to 920.6 µW. After layout, the minimum clock period comes to 2.256 ns.

Setup violations remaining at the end of the flow were counted as 0. Routability-driven placement congestion ratio: 0.8459. The final layout reports a setup TNS of 0 ns. With the worst-case clock skew at 0.006003 ns, the power density of the placed cells is 429.3 nW/µm². Remaining number of nets flagged by the antenna check after routing: 0. Summing the sequential cell areas from Yosys gives 41.87% of the chip area.

The first-pass detailed-route iteration total was 4. The clock buffer count from CTS was 5; the number of cells in Yosys stat was 209. The floorplan has 29 rows.
metrics by stage:
stage / hold slack [ns] / std cells
3_3_place_gp: 0.4450 / 287
4_1_cts: 0.4629 / 295
6_report: 0.4579 / 295
3_5_place_dp: 0.4500 / 287
2_1_floorplan: 0.4130 / 222
5_1_grt: 0.4771 / 295
worst max-delay path, delay by kind of cell, from the launching register on:
family	cells	cell delay, ns
flops	1	0.46
buf+inv	1	0.11
simple gates	3	0.86
compound gates	1	0.29
fa+ha+maj	1	0.21
mux	1	0.21
cell type report:
cell class | count | area [µm²]
Tap cell | 77 | 96.34
Clock buffer | 7 | 76.32
Timing Repair Buffer | 15 | 145.1
Clock inverter | 1 | 3.754
Sequential cell | 32 | 830.8
Fill cell | 621 | 4205
Inverter | 3 | 11.26
Multi-Input combinational cell | 160 | 980.9
cell usage after synthesis, types with 3 or more instances:
library cell               count  area, µm²
sky130_fd_sc_hd__nor4_1        3      18.77
sky130_fd_sc_hd__a21oi_1       6      30.03
sky130_fd_sc_hd__nand2b_1      3      18.77
sky130_fd_sc_hd__xor2_1       12      105.1
sky130_fd_sc_hd__nor2_1       31      116.4
sky130_fd_sc_hd__buf_4        16      120.1
sky130_fd_sc_hd__buf_6         5      56.30
sky130_fd_sc_hd__inv_1         3      11.26
sky130_fd_sc_hd__nand4b_1      5      43.79
sky130_fd_sc_hd__ha_1          3      37.54
sky130_fd_sc_hd__nand3_1       9      45.04
sky130_fd_sc_hd__and2_1        4      25.02
sky130_fd_sc_hd__nand4_1       7      43.79
sky130_fd_sc_hd__nor3_1        5      25.02
sky130_fd_sc_hd__clkbuf_1      4      15.01
sky130_fd_sc_hd__dfxtp_1      13      260.3
sky130_fd_sc_hd__xnor2_1       4      35.03
sky130_fd_sc_hd__nand3b_1      3      22.52
sky130_fd_sc_hd__o21ai_0       3      15.01
sky130_fd_sc_hd__and3_1        4      25.02
sky130_fd_sc_hd__edfxtp_1     19      570.6
sky130_fd_sc_hd__nand2_1      15      56.30
sky130_fd_sc_hd__mux2i_1       3      30.03
where the power goes:
part / total, µW / internal [µW] / leakage (µW) / switching, µW
registers: 533 / 493 / 0.000291 / 39.8
clock network: 310 / 161 / 0.0000399 / 149
logic: 77.6 / 35.1 / 0.000395 / 42.5
cells by family after synthesis:
family	synth area share [%]
buffers and inverters	11.16
adder cells (fa/ha/maj)	1.892
XOR/XNOR	7.062
AND-OR/OR-AND	5.801
AND/OR/NAND/NOR	30.52
other	0.1890
flip-flops	41.87
multiplexers	1.513
final timing paths:
kind	endpoint	cells after the start	from	slack (ns)
worst max register to register	ba[1]	7	counter[0]	0.74
worst min register to register	a[10]	2	a[10]	0.46
worst max-delay path	ba[1]	7	counter[0]	0.74
worst min-delay path	a[10]	2	a[10]	0.46
routing by layer:
| layer | track usage, % | vias to the layer above | part of all wire, % |
|---|---|---|---|
| li1 | - | 727 | - |
| met4 | 1.097 | 0 | 0 |
| met3 | 2.624 | 0 | 5.0 |
| met2 | 16.39 | 31 | 43 |
| met5 | 0 | - | 0 |
| met1 | 19.86 | 666 | 52 |
registers in the layout, summed over array words and instances (netlist names):
name and cells:
ready 1, rasbar 1, resetbar 1, RESET 1
cke 1, webar 1, a 3, flag 1
INIT 1, counter 19, ba 2
Power is estimated from default activity; no workload was simulated.
